**./config.mk**
```make
export PLATFORM = sky130hd
export DESIGN_NAME = multiply_n_divide_top
export DESIGN_NICKNAME = multiply_n_divide_top
export VERILOG_FILES = /design/flow/design.v
export SDC_FILE = /design/flow/constraint.sdc
export NUM_CORES = 4
export LEC_CHECK = 1
export CORE_UTILIZATION = 40
```
**./constraint.sdc**
```tcl
current_design multiply_n_divide_top

set clk_period 28.1
set clk_io_pct 0.2

create_clock -name clk0 -period $clk_period [get_ports {clk}]

set non_clock_inputs [all_inputs -no_clocks]
set_input_delay [expr $clk_period * $clk_io_pct] -clock clk0 $non_clock_inputs
set_output_delay [expr $clk_period * $clk_io_pct] -clock clk0 [all_outputs]
```
**./run.sh**
```bash
#!/bin/bash
# OpenROAD 26Q1-2900-gdf79404cd8, Yosys 0.63+post, stock flow scripts
make -C /OpenROAD-flow-scripts/flow DESIGN_CONFIG=/design/flow/config.mk WORK_HOME=/design/flow/orfs finish
```
**./design.v**
```verilog
module alu(alu_out, multiply_top_in, divide_top_in, multiplicand_or_divider_in, sel);  
    input [64:0] multiply_top_in;  
    input [64:0] divide_top_in;  
    input [64:0] multiplicand_or_divider_in;  
    input sel;  
    output [64:0] alu_out;  
    wire [64:0] sum;  
    wire [64:0] diff;  
    assign sum = multiplicand_or_divider_in + multiply_top_in;
    assign diff = divide_top_in - multiplicand_or_divider_in;
    assign alu_out = sel ? sum : diff;
endmodule
module control(clk, reset, start, m_d, data_in, alu_sel, ready, wr, initial_wr, sh_right, sh_left);  
    input clk, reset, start, m_d;  
    input [1:0] data_in;  
    output ready, wr, initial_wr, sh_right, sh_left, alu_sel;  
    wire ready_check;
    wire wr_check;
    wire initial_wr_check;
    wire sh_right_check;
    wire sh_left_check;
    wire mul_wr;
    wire div_wr;
    reg [1:0] state;
    reg [9:0] counter;
    always @(posedge clk) begin
        if (reset) begin  
            state <= 2'd0;
            counter <= 10'd0;
        end
        else begin  
            case (state)  
                2'b00: begin  
                    if (start == 1) state <= 2'b01;  
                end
                2'b01: begin  
                    counter <= 0;  
                    state <= 2'b10;  
                end
                2'b10: begin  
                    if (counter == 63) state <= 2'b00;  
                    counter <= counter + 1;  
                end
            endcase
        end
    end
    assign alu_sel = m_d;  
    assign mul_wr = data_in[0] && m_d;  
    assign div_wr = !(data_in[1] || m_d);  
    assign wr_check = (state == 2'b10) && (mul_wr || div_wr);  
    assign wr = wr_check ? 1 : 0;  
    assign initial_wr_check = (state == 2'b01);  
    assign initial_wr = initial_wr_check ? 1 : 0;  
    assign sh_right_check = (state == 2'b10) && m_d;  
    assign sh_right = sh_right_check ? 1 : 0;  
    assign sh_left_check = (state == 2'b10) && (!m_d);  
    assign sh_left = sh_left_check ? 1 : 0;  
    assign ready_check = (state == 2'b00);  
    assign ready = ready_check ? 1 : 0;  
endmodule
module multiplicand_n_divider_register(clk, reset, data_in, data_out);
    input [63:0] data_in;  
    input clk, reset;  
    output [63:0] data_out;  
    reg [63:0] mul_div_reg;  
    always @(posedge clk) begin
        if (reset)  
            mul_div_reg <= 64'd0;  
        else 
            mul_div_reg <= data_in;  
    end
    assign data_out = mul_div_reg;
endmodule
module multiply_n_divide_top(clk, reset, a_in, b_in, m_d, start, result, ready);
    input [63:0] a_in, b_in;  
    input clk, reset, start, m_d;  
    output ready;  
    output [128:0] result;  
    wire [63:0] mul_div_reg_out;  
    wire [64:0] alu_out;  
    wire [128:0] res_reg_out;  
    wire control_wr;  
    wire control_initial_wr;  
    wire control_sh_right;  
    wire control_alu_sel;  
    multiplicand_n_divider_register mndr1(
        .clk(clk),
        .reset(reset),
        .data_in(b_in),
        .data_out(mul_div_reg_out)
    );
    alu alu1(
        .multiply_top_in(res_reg_out[128:64]),
        .divide_top_in(res_reg_out[127:63]),
        .multiplicand_or_divider_in({1'b0,mul_div_reg_out}),
        .sel(control_alu_sel),
        .alu_out(alu_out)
    );
    result_register resr1(
        .clk(clk),
        .reset(reset),
        .data_in(alu_out),
        .wr(control_wr),
        .initial_data_in(a_in),
        .initial_wr(control_initial_wr),
        .sh_right(control_sh_right),
        .sh_left(control_sh_left),
        .result(res_reg_out)
    );
    control cu1(
        .clk(clk),
        .reset(reset),
        .start(start),
        .m_d(m_d),
        .data_in({alu_out[64], res_reg_out[0]}),
        .alu_sel(control_alu_sel),
        .ready(ready),
        .wr(control_wr),
        .initial_wr(control_initial_wr),
        .sh_right(control_sh_right),
        .sh_left(control_sh_left)
    );
    assign result = res_reg_out;
endmodule
module result_register(clk, reset, data_in, wr, initial_data_in, initial_wr, sh_right, sh_left, result);
    input [64:0] data_in;  
    input [63:0] initial_data_in;  
    input clk, reset, wr, initial_wr, sh_right, sh_left;  
    output [128:0] result;  
    reg [128:0] result_reg;  
    always @(posedge clk) begin
        if (reset)  
            result_reg <= 129'd0;  
        else begin
            if (initial_wr == 1)  
                result_reg <= {65'd0, initial_data_in};  
            else begin
                if (wr && sh_right)  
                    result_reg <= {1'd0, data_in, result_reg[63:1]}; 
                else if (wr && sh_left)  
                    result_reg <= {data_in, result_reg[62:0], 1'b1};
                else if (sh_right)  
                    result_reg <= {1'd0, result_reg[128:1]};
                else if (sh_left)  
                    result_reg <= {result_reg[127:0], 1'b0};
            end
        end
    end
    assign result = result_reg;
endmodule
```
==> flow_summary.ini <==
; generated from flow reports
[setup_path]
slowest_delay_ns = 0.59
worst_setup_path_end_kind = register
r2r_cells = 13
rrSetupSlack_ns = 23.54
worst_r2r_endpoint = resr1.result_reg[127]
worst-setup-path-type = primary input to register
critPathRequiredTime_ns = 28.57
start_kind = primary input
cp_common_cell = buf_4
cp_slowest_cell = buf_4
cp_cell_sequence = buf_6 > buf_4 > nand2_1 > nor2_1 > buf_4 > nor2_8 > nand2_2 > o221ai_1 > a211oi_1
cp_max_fo = 66
r2r-start = resr1.result_reg[64]
cp.arrival_ns = 8.12

[drt]
routed_wl_um = 59300
num_antenna_cells = 0
firstDrtPassIters = 6
wl_met3_um = 4210
drc = 0
vias_per_cell = 5.71
wl_met2_um = 26200
vias = 17700
wl_per_cell_um = 19.1
top_layer_used = met4
ant_nets = 0
drtIter0Drc = 1201
routedLengthMet1_um = 26900

[clock_tree]
h-tree-depth = 1
hold_buffers = 0
cts_tree = yes
numCtsBuffers = 28
post_cts_buffers = 0
clk_latency_ns = 0.59
clock-sinks = 206
ctsResizeCount = 0
cts_buffer_depth = 3
path_clk_slew_ns = 0.06
root_buffer = clkbuf_16

[floorplan]
io_pins = 262
placementRows = 76
fp_util_pct = 40.6
die_height_um = 211
die-area_um2 = 44600
core_um2 = 43100
die_width_um = 211

[sta]
period_used_pct = 27.2
tns_ns = 0
relSlewSlack_pct = 36.8
tightest_slew_ns = 0.945
fin_crit_ns = 7.64
max_freq_mhz = 131
setup_violations = 0
fin_worst_skew_ns = 0.0349
maxSlewViolCount = 0
hold_viol_final = 0
rsz0062_at_grt = false

[global_route]
grt_pass1_wl_um = 93400
grt_pass1_vias = 16900
track_usage_pct = 26.9
antenna_found_initial = 0
grt_max_degree = 89
grt-ovfl-total = 0

[status]
status = complete, no violations

[yosys]
yosys_warnings = 4
syn_avg_cell_area_um2 = 7.48
syn_area_um2 = 17500
synth_cells = 2338
seq_area_frac_synth_pct = 23.6
area_leaders = dfxtp_1 (24%), ha_1 (9.2%), a21oi_1 (8.8%), nor2_1 (5.4%), o21ai_0 (4.6%)
ys_cells = 2338
synth_cell_type_count = 87
edf_count = 0
synthArstFlopShare_pct = 0
top_area_cell = dfxtp_1
ys.flops = 206
flop_cell = dfxtp_1
synthDominantCellAreaShare_pct = 23.6
yosysChipArea_um2 = 17500

[layout]
lay_top_cells = a21oi_1 (306), clkdlybuf4s50_1 (259), nor2_1 (252), dfxtp_1 (203), o21ai_0 (159)
final_area_um2 = 21400
lay_top_count = a21oi_1
drive_gt1_share_pct = 5.69
fin_util_pct = 49.6
area_growth_pct = 22.1
largest_reg_flops = 129

[worst_hold_path]
min_from = cu1.state[0]
hp-class = register to register
whs_endpoint = cu1.state[2]
hold_depth = 2

[pwr]
p_leak_uw = 0.00888
vdd_ir_drop_max_mv = 0.0426
powerDensity_nw_per_um2 = 48.9

[placement]
dpl-instance-area_um2 = 20300
dp_hpwl_um = 43900
io_buffers = 261
routabilityCongestion = 1.04

[flow_run]
warnings = 25
drv_cap = 0
[through the flow]
| stage | worst slack (ns) | total power (µW) | hold slack [ns] | std cells |
|---|---|---|---|---|
| 2_1_floorplan | 20.86 | 545 | 0.417 | 2338 |
| 6_report | 20.46 | 1050 | 0.450 | 3096 |
| 4_1_cts | 20.49 | 1050 | 0.449 | 3096 |
| 3_3_place_gp | 20.00 | 653 | 0.438 | 3044 |
| 3_5_place_dp | 19.93 | 653 | 0.439 | 3044 |
| 5_1_grt | 20.28 | 1100 | 0.487 | 3096 |
[Yosys cell counts, types with 26 or more instances]
master,n
xnor2_1,65
nor2b_1,76
a211oi_1,86
a21oi_1,306
or3_1,35
nor2_1,253
nor3_1,26
ha_1,129
a31oi_1,26
nand3_1,49
clkbuf_1,126
mux2i_1,73
nand4_1,36
o21ai_0,159
inv_1,92
nand2_1,140
dfxtp_1,206
xor2_1,44
a21o_1,83
[layer usage]
layer,up-vias,track usage (%)
met1,8180,38.2
met2,548,41.5
met5,-,0
met4,0,7.72
li1,8845,-
met3,101,5.57
[logic make-up (layout without fill, tap and decap cells)]
family          count (synthesis)  after routing  synth area share, %
compound gates                859            859                 31.5
simple gates                  697            697                 19.1
buf+inv                       249            422                 5.62
xor+xnor                      110            110                 5.55
fa+ha+maj                     131            131                 9.46
flops                         206            206                 23.6
mux                            86             86                 5.10
[critical path, delay by kind of cell]
kind            cells  cell delay (ns)
compound gates      2             0.41
buf+inv             3             1.10
simple gates        4             0.93
[report_power, final]
| group | switching [µW] | internal [µW] | total [µW] |
|---|---|---|---|
| logic | 171 | 143 | 314 |
| clock network | 147 | 246 | 393 |
| registers | 27.3 | 311 | 338 |
[how the worst max path moves through the flow]
stage,startpoint,end,slack (ns)
4_1_cts,m_d,resr1.result_reg[113],20.49
6_report,m_d,resr1.result_reg[113],20.46
5_1_grt,m_d,resr1.result_reg[113],20.28
[area by class of cell]
class	count	area, µm²
multi-input cells	1883	12400
clock buffers	41	810
repair buffers	277	2730
fillers	4125	21700
clock inverters	11	214
inverters	93	349
well taps	585	732
flip-flops and latches	206	4130
Power figures rest on the tool's default switching activity, not on a simulated workload.
